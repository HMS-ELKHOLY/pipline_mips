===== flow/design.v =====
module FPU_division(input logic clk,
input logic signed [31:0]  operand_normalized_ieee_a , operand_normalized_ieee_b , 
output logic signed [31:0]  final_sum,output finish_op  
 );
logic [24:0]  dividend; 
logic [7:0]   exponent_dividend ;
logic [24:0]  divisor;
logic [7:0]   exponent_divisor ;
reg [49:0] dividend_copy,divisor_copy,divisor_copy1,diff;
logic [24:0]  Q;  
wire [24:0] R = dividend_copy[24:0];  
logic [24:0]  RR;  
wire [74:0] RR_copy1={25'd0,R,25'd0}; 
reg [74:0] RR_copy, diff1;
reg [24:0] nb1;  
reg  n;
reg [24:0] nb2; 
wire finish1=!nb1;
wire finish=!nb2;
assign
finish_op=finish;
always @(operand_normalized_ieee_a , operand_normalized_ieee_b )
begin
      nb1=25; 
	  nb2=25;
	  n=1;
	  Q=0;  
      RR=0	; 
      diff=0;
	  diff1=0;
      RR_copy=0;
	  dividend={1'd0,1'd1,operand_normalized_ieee_a[22:0]}; 
      exponent_dividend = operand_normalized_ieee_a [30:23] ;
      divisor={1'd0,1'd1,operand_normalized_ieee_b[22:0]};
      exponent_divisor = operand_normalized_ieee_b [30:23] ;
	  dividend_copy={25'd0,dividend};  
	  divisor_copy = {1'd0,divisor,24'd0}; 
	  divisor_copy1 = {1'd0,divisor,24'd0};
      end
	  always @(posedge clk )
	  if (operand_normalized_ieee_a [30:0]==32'h7F80_0000
	  &&operand_normalized_ieee_b [30:0]==32'h7F80_0000)
	  final_sum =32'h7F80_0001;  
	  else if (operand_normalized_ieee_a ==0&&operand_normalized_ieee_b ==0)
	  final_sum = 32'h7F80_0001;   
	  else if (operand_normalized_ieee_b ==32'h7F80_0000)
	  final_sum = 0;  
	  else if (operand_normalized_ieee_b [30:0]==0)
	  final_sum =32'h7F80_0000;  
	  else if (operand_normalized_ieee_a ==32'h7F80_0000)
	  final_sum =32'h7F80_0000;  
	  else if (operand_normalized_ieee_a ==32'hFF80_0000)
	  final_sum =32'hFF80_0000;  
	  else if (operand_normalized_ieee_a [30:0]==0)
	  final_sum [31:0] =0;  
	 else if (operand_normalized_ieee_a ==32'h7F80_0001
	  ||operand_normalized_ieee_b ==32'h7F80_0001)
	  final_sum  =32'h7F80_0001;  
  else 
  begin
   if (!finish1)
    begin
		 diff =dividend_copy-divisor_copy;
		 Q= Q<<1 ;  
		   if (!diff[49])  
			 begin
			 dividend_copy=diff;
			 Q[0]=1'd1;  
			 end 
	  divisor_copy=divisor_copy >> 1;
	  nb1=nb1-1;  
   end
   else
   if (!finish)
    begin
	   if (n)
	   begin
	     RR_copy=RR_copy1;
		 end
		 diff1 =RR_copy-divisor_copy1;
		 RR= RR<<1 ;  
		   if (!diff1[74])  
			 begin
			 RR_copy=diff1;
			 RR[0]=1'd1;  
			 end 
	  divisor_copy1=divisor_copy1 >> 1;
	  nb2=nb2-1;  
	  n=0;
   end
	if (Q==1)
	begin
	    final_sum [22:0] = RR [24:2];
		final_sum [30:23] = exponent_dividend - exponent_divisor+127 ;
	end
	else
	begin
	    final_sum [22:0] = {RR [23:2],1'd0};
		final_sum [30:23] = exponent_dividend -exponent_divisor-1+127;
	end
	 final_sum [31]=operand_normalized_ieee_a[31]^operand_normalized_ieee_b[31];
	 end
 endmodule

===== flow/run.sh =====
#!/bin/bash
# OpenROAD 26Q1-2900-gdf79404cd8, Yosys 0.63+post, stock flow scripts
make -C /OpenROAD-flow-scripts/flow DESIGN_CONFIG=/design/flow/config.mk WORK_HOME=/design/flow/orfs finish

===== flow/config.mk =====
export PLATFORM = sky130hd
export DESIGN_NAME = FPU_division
export DESIGN_NICKNAME = FPU_division
export VERILOG_FILES = /design/flow/design.v
export SDC_FILE = /design/flow/constraint.sdc
export NUM_CORES = 4
export LEC_CHECK = 1
export CORE_AREA = 10 10 89 89
export DIE_AREA = 0 0 99 99

===== flow/constraint.sdc =====
current_design FPU_division

set clk_period 3.1
set clk_io_pct 0.2

create_clock -name clk0 -period $clk_period [get_ports {clk}]

set non_clock_inputs [all_inputs -no_clocks]
set_input_delay [expr $clk_period * $clk_io_pct] -clock clk0 $non_clock_inputs
set_output_delay [expr $clk_period * $clk_io_pct] -clock clk0 [all_outputs]

==> impl_results.rst <==
Flow metrics
------------

.. list-table::
   :header-rows: 1

   * - Metric
     - Value
   * - Sequential fraction of the synthesis area
     - 14.7%
   * - Status
     - stopped before the end
   * - Async set or reset register ratio after synthesis
     - 0%
   * - Top cells by count, synth
     - sky130_fd_sc_hd__buf_4, sky130_fd_sc_hd__inv_1, sky130_fd_sc_hd__dfxtp_1
   * - Failing step
     - 1_2_yosys
   * - Main area contributors
     - sky130_fd_sc_hd__buf_4, sky130_fd_sc_hd__dfxtp_1, sky130_fd_sc_hd__ha_1
   * - Total cell area reported by yosys after synthesis
     - 0.00137 mm^2
   * - Library cell with the largest summed area after synthesis
     - sky130_fd_sc_hd__buf_4
   * - Distinct cell type count of the synthesized netlist
     - 40
   * - Error text reported by the tool
     - ERROR: Found 46 problems in 'check -assert'.
   * - Count of state elements after synthesis
     - 10
   * - Number of flops mapped to enable cells by yosys
     - 0
   * - Fraction of post-synthesis cell area in the top cell type by area
     - 37.9%
   * - Most instantiated flip-flop cell in the synthesis netlist
     - sky130_fd_sc_hd__dfxtp_1
   * - Syn. warnings
     - 1
   * - Yosys stat cell total
     - 169
   * - Post-synthesis cell type with the largest instance count
     - sky130_fd_sc_hd__buf_4
## cells by family after synthesis
| kind of cell | synth area share [%] |
|---|---|
| compound gates | 13.8 |
| xor+xnor | 7.52 |
| fa+ha+maj | 8.80 |
| buf+inv | 41.6 |
| flops | 14.7 |
| other cells | 0.275 |
| simple gates | 13.3 |
